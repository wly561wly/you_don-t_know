--- config.mk ---
export PLATFORM = sky130hd
export DESIGN_NAME = SevenSegmentDisplay
export DESIGN_NICKNAME = SevenSegmentDisplay
export VERILOG_FILES = /design/flow/design.v
export SDC_FILE = /design/flow/constraint.sdc
export NUM_CORES = 4
export LEC_CHECK = 1
export CORE_UTILIZATION = 30
--- constraint.sdc ---
current_design SevenSegmentDisplay

set clk_period 6.2
set clk_io_pct 0.2

create_clock -name clk0 -period $clk_period [get_ports {clk}]

set non_clock_inputs [all_inputs -no_clocks]
set_input_delay [expr $clk_period * $clk_io_pct] -clock clk0 $non_clock_inputs
set_output_delay [expr $clk_period * $clk_io_pct] -clock clk0 [all_outputs]
--- design.v ---
module SevenSegmentDisplay(
    input clk,            
    input rst,            
    input [6:0] digit0, digit1, digit2, digit3, digit4, digit5, digit6, digit7,  
    output reg [7:0] tub_sel,  
    output reg [6:0] tub_control1, tub_control2  
);
    reg [1:0] counter;  
    reg [24:0] clk_div;  
    always @(posedge clk or negedge rst) begin
        if (~rst) begin
            tub_sel <= 8'b00000001;   
            counter <= 2'b00;
            clk_div <= 25'b0;
        end else begin
            clk_div <= clk_div + 1;
            if (clk_div == 25'd25000) begin   
                clk_div <= 25'b0;  
                tub_sel <= {tub_sel[6:0], tub_sel[7]};   
            end
        end
    end
    always @(*) begin
        case (tub_sel)
            8'b00000001: tub_control1 = digit0;  
            8'b00000010: tub_control1 = digit1;  
            8'b00000100: tub_control1 = digit2;  
            8'b00001000: tub_control1 = digit3;  
            8'b00010000: tub_control2 = digit4;  
            8'b00100000: tub_control2 = digit5;  
            8'b01000000: tub_control2 = digit6;  
            8'b10000000: tub_control2 = digit7;  
            default: begin
                tub_control1 = 7'b0000000;  
                tub_control2 = 7'b0000000;
            end
        endcase
    end
endmodule
--- run.sh ---
#!/bin/bash
# OpenROAD 26Q1-2900-gdf79404cd8, Yosys 0.63+post, stock flow scripts
make -C /OpenROAD-flow-scripts/flow DESIGN_CONFIG=/design/flow/config.mk WORK_HOME=/design/flow/orfs finish
==> summary.txt <==
Physical implementation status

The final tally of hold violations stands at 0. In this run, the number of DRC markers left after iteration 0 of detailed routing was 39. Summed over all routing layers, the global router reports a total usage of 0.146. STA classifies the critical path startpoint as a flop. The number of cells reported by Yosys stat comes to between 200 and 250. STA lists the endpoint of the worst register-to-register path as tub_sel[2]. The area growth from synthesis to layout is 45.6%. approximately 80 I/O pins were placed. Per the synthesis report, the dominant area consumer among library cells is dfrtp_1. The DRC violation count after routing stands at 0.

The floorplan step defined a die boundary enclosing 0.00760 mm². The cell family contributing the most delay on the critical path is flip-flops. The capture point of the critical path was reported as tub_sel[0]. The pin count of the biggest net entering global routing stands at 34. The number of register pins that no clock reaches stands at 14. The leakage dissipation stands at 1.37 nW. The area of the core region stands at 0.00691 mm².

Max-slew check failures listed in the final report amount to 0. Across the routed clock network, the largest skew measured is 4.43 ps. In the final layout, the share of cells above drive strength 1 is 0.0687. Setup repair after global routing left no endpoint under its margin. In the log, the iteration count for the first detailed-route pass is 4. The global-route wire length before repair stands at 8510 µm. Summed over all failing endpoints, the final setup total negative slack is 0 ps. The count of buffering cells on the critical path with inverters included stands at 1. The summed standard-cell area reported by yosys stands at between 0.002 and 0.0025 mm². In this run the deepest clock path goes through 2 buffers. Summed over all layers, the routed wires come to around 5400 µm. The total congestion overflow stands at 0. Looking at the post-CTS report, the setup buffer insertion count equals 0. The most common cell in the synthesized netlist is dfrtp_1. The combinational cell fraction of total power stands at 0.095.

The number of cells upsized or downsized after cts stands at 0. The number of antenna cells inserted stands at 0. Per the detail_route report, routed wire per instance is 14.0 µm. The floorplan die width stands at 87.2 µm.

The largest fanout on the critical path stands at 7. The count of tool warnings stands at 26. The effective utilization at floorplan stands at 0.315. The die extent in y stands at 87.2 µm. The fraction of synthesis flops using an asynchronous set or reset pin stands at 0.702. Counting I/O delays and the setup requirement, the final critical path takes about 2600 ps. The share of total power dissipated in sequential elements is 0.499. The number of placement rows stands at 30.

The signal on the critical path passes through clkdlybuf4s50_1. The layout has ~670 filler cells. TritonCTS built the clock tree.

Across all checked pins, the minimum headroom to the slew limit is 0.585. The initial antenna violation count stands at 0. The post-synthesis instance total stands at 209. After synthesis, the netlist uses 35 different library cells.

In the routed layout, each cell is associated on average with a via count of 4.95. The via count stands at 1914. The worst register-to-register path depth is 7. Looking at the setup timing report, the critical path kind is flop to output port. The areal power density over the cells stands at 136 mW/mm². TritonCTS created 5 clock buffers. The number of H-tree branching levels stands at 2. The end-of-flow timing check tallies setup violations at 0. The worst hold-check slack stands at around 480 ps.

The cts-stage hold buffer count stands at 0. The power report puts the net switching power at 0.0842 mW. The pin closest to its max-slew limit shows a slew of 619 ps. For reference, the top cells by count after synthesis are dfrtp_1 (32), nor2_1 (31), xnor2_1 (18). The launch point of the worst min-delay path is recorded as clk_div[24].

The number of unconstrained endpoints stands at 28. The data arrival time reported for the critical path is 1350 ps. The most critical setup path has its startpoint at tub_sel[0]. The total number of yosys warnings stands at 1. The maximum single-stage delay on the critical path stands at 580 ps. For the worst reg-to-reg path, the startpoint reported by OpenROAD is clk_div[0].

The internal portion of total power stands at roughly 0.35 mW. The netlist area before placement stands at 0.00218 mm². The root buffer cell chosen for the clock tree is clkbuf_8. Of the available clock period, the critical path in the final layout requires 0.417. The timing-limited maximum frequency stands at 386 MHz. Of the total power, the clock network draws 0.406.

The flow ran to the end, and the final reports show no timing, DRC or antenna violations. The number of flip-flops and latches in the synthesized netlist stands at approximately 47. The number of global-route vias before repair was roughly 1.7k. The clock-pin slew of the registers on the worst-case setup and hold paths stands at 60 ps. The timing report shows that the slowest cell on the worst path is dfstp_2. The largest voltage drop on the vdd net stands at between 150 and 200 µV. Of the post-synthesis cell area, the dominant cell type holds 0.368. STA classifies the critical path endpoint as an output port. In this run the remaining antenna-violating nets after routing total 0. The slack of the worst reg-to-reg path stands at 4070 ps. The latest clock arrival within the worst-skew pair stands at roughly 280 ps. The mean instance size in the synthesized netlist stands at 10.4 µm². The max-capacitance violation count stands at 0.

Power comes to 0.431 mW. The final estimated routing congestion in global placement stands at approximately 0.83. Post-synth the commonest register cell is dfrtp_1. The critical path endpoint has a required time of 4960 ps.

Detailed placement finished with a half-perimeter wire length of 4020 µm. In this run the number of cells on the critical path is 1. The number of buffers inserted by port buffering stands at between 70 and 80. The switching portion of total power comes to 0.195. Note that the worst hold path type here is flop to flop.

Sorting the synthesized cells by area gives the leading types as dfrtp_1 (37%), dlxtn_1 (9.7%), xnor2_1 (7.2%). Counting flops with a built-in enable in the synthesized netlist gives 0.
## cells in the final DEF (no fill, tap or decap), types with 4 or more instances in the layout
cell / instances
nor2_1: 31
nand3_1: 10
nand2_1: 8
inv_1: 4
dlxtn_1: 14
dfrtp_1: 32
clkbuf_8: 7
nor4_1: 4
or3_1: 5
xnor2_1: 18
mux2_1: 7
nand4_1: 8
nor3_1: 4
clkdlybuf4s50_1: 79
a22oi_1: 14
nor2b_1: 4
xor2_1: 5
a221o_1: 14
## power groups by stage
stage	sequential, mW	combinational (mW)	clock (mW)
final	0.215	0.0409	0.175
after global routing	0.215	0.0438	0.192
after CTS	0.215	0.0417	0.181
## routing by layer
metal / vias up / share of wire / track usage
met4: 0 / 0.0035 / 0.0104
met1: 908 / 0.49 / 0.228
li1: 931 / - / -
met5: - / 0 / 0
met3: 2 / 0.10 / 0.0375
met2: 73 / 0.41 / 0.220
## registers in the layout, indices dropped and copies added (netlist names)
| register | flops |
|---|---|
| tub_sel | 8 |
| clk_div | 25 |
| tub_control1 | 7 |
| tub_control2 | 7 |
## logic make-up after synthesis
kind of cell	share of synthesized area
adders and majority gates	0.0115
buffers and inverters	0.0230
muxes	0.0414
and+or+nand+nor	0.243
AOI/OAI and AO/OA	0.113
DFF	0.380
xor gates and xnor gates	0.0925
latches	0.0966
## layout make-up
| type | instances | area (µm²) | area share |
|---|---|---|---|
| Clock buffer | 7 | 96.3 | 0.0304 |
| Clock inverter | 1 | 5.00 | 0.00158 |
| Inverter | 4 | 15.0 | 0.00474 |
| Multi-Input combinational cell | 151 | 1090 | 0.344 |
| Sequential cell | 47 | 1040 | 0.327 |
| Tap cell | 96 | 120 | 0.0379 |
| Timing Repair Buffer | 81 | 806 | 0.254 |
## how the worst min path moves through the flow
stage	to	slack, ps	cells past startpoint
after CTS	clk_div[24]	490	1
after global routing	clk_div[24]	520	1
final	clk_div[24]	480	1
## stage by stage
stage	area [µm²]	utilization	setup slack [ps]	std cells
floorplan	2180	-	4180	209
global placement	3070	0.444	3920	379
detailed placement	3070	0.444	3920	379
CTS	3170	0.459	3610	387
global route	3170	0.459	3550	387
finish	3170	0.459	3610	387
Power figures rest on the tool's default switching activity, not on a simulated workload.
